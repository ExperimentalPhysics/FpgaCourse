**design/flow/design.v**
```verilog
module moore_automate(
    input wire reset,
    input wire clk,
    input wire [1:0] a,
    output wire [1:0] b
);
    localparam reg [1:0] A1 = 2'b00;
    localparam reg [1:0] A2 = 2'b01;
    localparam reg [1:0] A3 = 2'b10;
    localparam reg [1:0] B1 = 2'b00;
    localparam reg [1:0] B2 = 2'b01;
    localparam reg [1:0] B3 = 2'b10;
    localparam reg [1:0] C1 = 2'b00;
    localparam reg [1:0] C2 = 2'b01;
    localparam reg [1:0] C3 = 2'b10;
    reg[1:0] c;
    assign b = get_output_state(c);
    always @(posedge clk)
    begin
        if (reset)
        begin
            c <= C1;
        end
        else
        begin
            case (c)
                C1:
                begin
                    if (a == A1)
                        c <= C2;
                    else if (a == A2)
                        c <= C3;
                    else
                        c <= C1;
                end
                C2: 
                begin
                    if (a == A3)
                        c <= C1;
                    else
                        c <= C2;
                end
                C3: 
                begin
                    if (a == A3)
                        c <= C2;
                    else
                        c <= C3;
                end
                default:
                begin
                    c <= C1;
                end
            endcase
        end
    end
function [1:0] get_output_state;
    input [1:0] state;
    case (state)
        C1:
            get_output_state = B3;
        C2:
            get_output_state = B2;
        C3:
            get_output_state = B1;
        default:
            get_output_state = B1;
    endcase
endfunction
endmodule
```
**design/flow/run.sh**
```bash
#!/bin/bash
# OpenROAD 26Q1-2900-gdf79404cd8, Yosys 0.63+post, stock flow scripts
make -C /OpenROAD-flow-scripts/flow DESIGN_CONFIG=/design/flow/config.mk WORK_HOME=/design/flow/orfs finish
```
**design/flow/config.mk**
```make
export PLATFORM = sky130hd
export DESIGN_NAME = moore_automate
export DESIGN_NICKNAME = moore_automate
export VERILOG_FILES = /design/flow/design.v
export SDC_FILE = /design/flow/constraint.sdc
export NUM_CORES = 4
export LEC_CHECK = 1
export CORE_AREA = 10 10 70 70
export DIE_AREA = 0 0 80 80
```
**design/flow/constraint.sdc**
```tcl
current_design moore_automate

set clk_period 1.2
set clk_io_pct 0.2

create_clock -name clk0 -period $clk_period [get_ports {clk}]

set non_clock_inputs [all_inputs -no_clocks]
set_input_delay [expr $clk_period * $clk_io_pct] -clock clk0 $non_clock_inputs
set_output_delay [expr $clk_period * $clk_io_pct] -clock clk0 [all_outputs]
```
==> reports/results.ini <==
[run_status]
status=complete, no violations

[global_routing]
grt_max_degree=6
antenna_found_initial=0
grt_pass1_wl_um=683
overflow=0
grt_usage_pct=1.46
grt_pass1_vias=152

[routing]
ant_nets=0
top_layer=met3
met3_wirelength_um=73
drc=0
wl_per_cell_um=5.90
drt-initial-drc-count=3
n_antenna_cell=0
via_per_inst=1.86
drt-met1-wl_um=166
wl_met2_um=167
wirelength_um=407
dr.pass1.iters=2
vias=128

[final_timing]
final_max_slew_viol_count=0
fmax_ghz=0.971
final-hold-violation-count=0
worst_slack_ps=170
setup_viol=0
slew_headroom_pct=86.2
clock_skew_ps=3.35
finalClockPeriodUsage_pct=85.9
min_period_ps=1030
worst_pin_slew_ps=204
rsz0062_at_grt=no

[clocking]
cts-root-buf=clkbuf_4
cts_tree=built
h-tree-depth=1
cts_setup_buffers=0
cts.sinks=3
clkTransAtPathRegs_ps=40
cts_buffers=3
ctsResizeCount=4
clockBufferDepth=2
postCtsHoldBufs=0
clock_latency_ps=230

[hold_path]
min_path_cells=1
hold_class=register to register

[worst_setup_path]
worstPathArrival_ps=790
cp_top_family=flip-flops
startpoint_type=register
critPathMaxStageDelay_ps=320
crit_fanout=4
crit_buf_inv=1
path_depth=1
cp-end-kind=output port
cp_slowest_cell=dfxtp_2
path_cells=dlygate4sd2_1
path_class=register to output port
crit_required_ps=960
worstRegToRegCells=3

[floorplanning]
fp_util_pct=3.70
die_w_um=80
row_count=21
die_area_um2=6400
coreArea_um2=3420
io_pins=6
die_h_um=80

[synth]
ys_seq_share_pct=47.5
syn_avg_cell_area_um2=7.90
yosysChipArea_um2=126
ys_types=9
netlist_area_um2=126
ys.flops=3
yosysCellCount=16
synth_cells=16
yosys_warnings=1

[pwr]
vdd_drop_max_mv=0.183
power.leakage_nw=0.0852
powerDensity_nw_per_um2=1300

[flow_run]
log.warning_count=25
drv_cap=0

[final_layout]
mostFrequentLayoutCell=nor2_1
num-fill-cells=409
regMostFlops=c
drive_gt1_share_pct=21.7
final_cell_mix=nor2_1 (4), clkbuf_4 (3), clkdlybuf4s50_1 (3)
seq_area_um2=62.6
largest_register_ffs=3
reg_top3=c: 3 flops
final_area_um2=253
final_util_pct=7.40
logic_area_um2=58.8
syn_to_final_growth_pct=100

[placement]
port_buffers=5
gp_congestion=0.601
place_ws_ps=-15.1
placed_area_um2=226

final cells by class:
class / count / area share [%]
Multi-Input combinational cell: 11 / 23.3
Clock buffer: 4 / 10.4
Sequential cell: 3 / 24.8
Tap cell: 46 / 22.8
Timing Repair Buffer: 5 / 18.8
cell families (layout without fill, tap and decap cells):
group                  count (synthesis)  after routing  share of synthesized area (%)
AOI/OAI and AO/OA                      5              5                           24.8
buffers and inverters                  2              9                           5.94
DFF                                    3              3                           47.5
and+or+nand+nor                        6              6                           21.8
power by group:
part	internal (mW)	total, mW	switching (mW)
registers	0.109	0.114	0.00514
logic	0.0237	0.0371	0.0134
clock network	0.125	0.177	0.0525
total	0.257	0.328	0.0710
stage by stage:
step,setup TNS [ps],power [mW],hold WS (ps),std cells
global route,0,0.356,514,69
global placement,-2.16,0.154,486,65
floorplan,0,0.131,312,16
finish,0,0.328,475,69
detailed placement,-19.2,0.155,485,65
CTS,0,0.340,474,69
worst register-to-register path, stage by stage (launching register included):
cell	delay, ps
dfxtp_2	310
nor2b_1	110
o21ai_0	190
nand2b_1	80
synth_stat cells (all sizes together):
| library cell | instances | area (um2) |
|---|---|---|
| a21oi | 2 | 10.0 |
| a2bb2oi | 1 | 8.76 |
| clkbuf | 2 | 7.51 |
| dfxtp | 3 | 60.1 |
| nand2b | 1 | 6.26 |
| nor2 | 4 | 15.0 |
| nor2b | 1 | 6.26 |
| o21a | 1 | 7.51 |
| o21ai | 1 | 5.00 |
worst paths after layout:
path         slack, ps   end  from
max                170  b[1]  c[0]
min                470  c[2]  c[2]
max reg2reg        380  c[0]  c[2]
min reg2reg        470  c[2]  c[2]
per-layer routing:
layer / vias up / global-route usage, %
li1: 66 / -
met1: 58 / 1.40
met2: 4 / 1.77
met3: 0 / 1.82
met4: 0 / 0.704
met5: - / 0
No activity file was given, so power comes from the tool's default toggle rates.
