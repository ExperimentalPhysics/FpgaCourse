<file path="flow/run.sh">
#!/bin/bash
# OpenROAD 26Q1-2900-gdf79404cd8, Yosys 0.63+post, stock flow scripts
make -C /OpenROAD-flow-scripts/flow DESIGN_CONFIG=/design/flow/config.mk WORK_HOME=/design/flow/orfs finish
</file>
<file path="flow/config.mk">
export PLATFORM = sky130hd
export DESIGN_NAME = Counter
export DESIGN_NICKNAME = Counter
export VERILOG_FILES = /design/flow/design.v
export SDC_FILE = /design/flow/constraint.sdc
export NUM_CORES = 4
export LEC_CHECK = 1
export CORE_AREA = 10 10 71 71
export DIE_AREA = 0 0 81 81
</file>
<file path="flow/constraint.sdc">
current_design Counter

set clk_period 1.4
set clk_io_pct 0.2

create_clock -name clk0 -period $clk_period [get_ports {clk}]

set non_clock_inputs [all_inputs -no_clocks]
set_input_delay [expr $clk_period * $clk_io_pct] -clock clk0 $non_clock_inputs
set_output_delay [expr $clk_period * $clk_io_pct] -clock clk0 [all_outputs]
</file>
<file path="flow/design.v">
module Counter #
(
    parameter DATA_WIDTH = 4,
    parameter OUTPUT_DATA_WIDTH = 8
)
(
    input wire clk,
    input wire rst,
    output reg [OUTPUT_DATA_WIDTH-1:0] data
);
reg [DATA_WIDTH-1:0] buffer;
always @(posedge clk)
begin
    if(~rst)
    begin
        buffer <= 0;
    end
    else
    begin
        buffer <= get_next_gray_code_value(buffer);
        data <= encode_gray_code_to_bcd(buffer);
    end
end
function [DATA_WIDTH-1:0] get_next_gray_code_value;
    input reg [DATA_WIDTH-1:0] current_value;
    case (current_value)
        4'b0000: get_next_gray_code_value = 4'b0001;
        4'b0001: get_next_gray_code_value = 4'b0011;
        4'b0011: get_next_gray_code_value = 4'b0010;
        4'b0010: get_next_gray_code_value = 4'b0110;
        4'b0110: get_next_gray_code_value = 4'b0111;
        4'b0111: get_next_gray_code_value = 4'b0101;
        4'b0101: get_next_gray_code_value = 4'b0100;
        4'b0100: get_next_gray_code_value = 4'b1100;
        4'b1100: get_next_gray_code_value = 4'b1101;
        4'b1101: get_next_gray_code_value = 4'b1111;
        4'b1111: get_next_gray_code_value = 4'b1110;
        4'b1110: get_next_gray_code_value = 4'b1010;
        4'b1010: get_next_gray_code_value = 4'b1011;
        4'b1011: get_next_gray_code_value = 4'b1001;
        4'b1001: get_next_gray_code_value = 4'b1000;
        4'b1000: get_next_gray_code_value = 4'b0000;
    endcase
endfunction
function [2*DATA_WIDTH-1:0] encode_gray_code_to_bcd;  
    input reg [DATA_WIDTH-1:0] gray_code_value;
    case (gray_code_value)
        4'b0000: encode_gray_code_to_bcd = 8'b00000000;  
        4'b0001: encode_gray_code_to_bcd = 8'b00000001;  
        4'b0011: encode_gray_code_to_bcd = 8'b00000010;  
        4'b0010: encode_gray_code_to_bcd = 8'b00000011;  
        4'b0110: encode_gray_code_to_bcd = 8'b00000100;  
        4'b0111: encode_gray_code_to_bcd = 8'b00000101;  
        4'b0101: encode_gray_code_to_bcd = 8'b00000110;  
        4'b0100: encode_gray_code_to_bcd = 8'b00000111;  
        4'b1100: encode_gray_code_to_bcd = 8'b00001000;  
        4'b1101: encode_gray_code_to_bcd = 8'b00001001;  
        4'b1111: encode_gray_code_to_bcd = 8'b00010000;  
        4'b1110: encode_gray_code_to_bcd = 8'b00010001;  
        4'b1010: encode_gray_code_to_bcd = 8'b00010010;  
        4'b1011: encode_gray_code_to_bcd = 8'b00010011;  
        4'b1001: encode_gray_code_to_bcd = 8'b00010100;  
        4'b1000: encode_gray_code_to_bcd = 8'b00010101;  
    endcase
endfunction
endmodule
</file>
==> results.sh <==
# yosys + openroad results
export IMPL_die_y_um=81
export IMPL_wl_per_cell_um=7.46
export IMPL_regArea_um2=230
export IMPL_clkSinkCount=9
export IMPL_slew_viol_final=0
export IMPL_drc=0
export IMPL_hpwl_um=562
export IMPL_worstPathRequired_ns=1.38
export IMPL_drtIter0Drc=5
export IMPL_yosysWarnings=1
export IMPL_final_area_um2=609
export IMPL_grt_pass1_wl_mm=1.21
export IMPL_fp_row_count=22
export IMPL_area_delta_synth_final_pct=33.8
export IMPL_cts_tree="yes"
export IMPL_pwr_share_clk=0.255
export IMPL_max_freq_mhz=765
export IMPL_ir_drop_uv=905
export IMPL_post_cts_resize_count=0
export IMPL_dr_pass1_iters=2
export IMPL_wirelength_um=709
export IMPL_vias_per_cell=2.69
export IMPL_ant_nets=0
export IMPL_clock_latency_ns=0.23
export IMPL_cts_hold_buffers=0
export IMPL_setup_viol=0
export IMPL_cp_start_kind="flop"
export IMPL_pwr_share_seq=0.387
export IMPL_syn_avg_cell_area_um2=12.3
export IMPL_core_area_um2=3630
export IMPL_drive_gt1_frac=0.149
export IMPL_layout_top_cell="clkdlybuf4s50_1"
export IMPL_hold_viol_final=0
export IMPL_numCtsBuffers=3
export IMPL_die_w_um=81
export IMPL_syn_inst=37
export IMPL_yosysCellCount=37
export IMPL_dieArea_um2=6560
export IMPL_timing_final_crit_share=0.933
export IMPL_cp_end_kind="flop"
export IMPL_intPower_w=0.000839
export IMPL_fin_crit_ns=1.31
export IMPL_critPathMaxFanout=4
export IMPL_vias=256
export IMPL_grt_max_degree=10
export IMPL_synth_area_um2=455
export IMPL_drv_cap=0
export IMPL_power_switching_w=0.000310
export IMPL_io_pins=10
export IMPL_fp_util=0.125
export IMPL_crit_chain="inv_1, ha_1, mux2_2"
export IMPL_power_frac_comb=0.358
export IMPL_fin_total_pwr_w=0.00115
export IMPL_root_buffer="clkbuf_8"
export IMPL_grt_overflow_total=0
export IMPL_placed_area_um2=564
export IMPL_p_leak_nw=0.243
export IMPL_hold_class="reg -> reg"
export IMPL_diodes=0
export IMPL_postCtsSetupRepairBufs=0
export IMPL_tns_ns=0
export IMPL_skew_ns=0.000101
export IMPL_ys_chip_area_um2=455
export IMPL_hold_depth=1
export IMPL_clk_path_buf_depth=2
export IMPL_fill_cells=412
export IMPL_first_global_vias=273
export IMPL_port_buffers=6
export IMPL_logic_area_um2=188
export IMPL_fin_util=0.168
export IMPL_most_common_layout_cells="clkdlybuf4s50_1, ha_1, edfxtp_1"
export IMPL_cp_arrival_ns=1.28
export IMPL_slowest_delay_ns=0.37
export IMPL_switching_share=0.270
export IMPL_ys_seq_share=0.505
export IMPL_warnings=28
export IMPL_holdWs_ns=0.497
export IMPL_slowest_stage="dfxtp_1"
export IMPL_htreeDepth=1
export IMPL_finalWeightedCongestion=0.751
export IMPL_synthDistinctLibCells=18
export IMPL_r2r_cells=3
export IMPL_p_per_area_nw_per_um2=1890
export IMPL_status="complete, no violations"
export IMPL_path_class="reg -> reg"
export IMPL_grt_usage=0.0233
export IMPL_antenna_found_initial=0
export IMPL_clk_pin_slew_ns=0.04
export IMPL_rsz0062_at_grt="false"
export IMPL_numSynthFlops=9
[stage by stage]
| step | worst slack [ns] | instances |
|---|---|---|
| after detailed placement | 0.0979 | 91 |
| after global routing | 0.0284 | 95 |
| final | 0.0933 | 95 |
| after CTS | 0.0853 | 95 |
| after floorplan | 0.135 | 39 |
| after global placement | 0.125 | 91 |
[cell type report]
type	instances	share of cell area
inverters	3	0.0185
clock buffers	4	0.0739
flip-flops and latches	9	0.378
multi-input cells	23	0.308
repair buffers	8	0.123
well taps	48	0.0986
[cells by family after synthesis]
kind of cell,Yosys count,share of synthesized area
compound gates,3,0.0522
xor+xnor,3,0.0577
fa+ha+maj,5,0.137
buf+inv,7,0.0989
flops,9,0.505
mux,2,0.0467
other cells,1,0.00823
simple gates,7,0.0934
[critical path: cells and delay by family (launching register included)]
family | cells | cell delay [ns]
flip-flops | 1 | 0.37
adder cells (fa/ha/maj) | 1 | 0.32
buffers and inverters | 1 | 0.10
multiplexers | 1 | 0.26
[final timing paths]
path | from | to | slack (ns)
min | buffer[0]$_SDFF_PN0_ | flop | 0.50
max reg2reg | flop | data[1]$_DFFE_PP_ | 0.09
min reg2reg | buffer[0]$_SDFF_PN0_ | flop | 0.50
max | flop | data[1]$_DFFE_PP_ | 0.09
[synthesized netlist by cell type]
master / count / area (um^2)
and3b_1: 1 / 8.76
mux2_2: 1 / 11.3
mux2i_1: 1 / 10.0
a31o_1: 1 / 8.76
ha_1: 5 / 62.6
nand2_1: 2 / 7.51
dfxtp_1: 4 / 80.1
o211a_1: 1 / 10.0
nor2b_1: 2 / 12.5
and2_1: 1 / 6.26
o21ai_0: 1 / 5.00
and3_2: 1 / 7.51
buf_6: 1 / 11.3
conb_1: 1 / 3.75
inv_1: 3 / 11.3
buf_4: 3 / 22.5
xnor2_1: 3 / 26.3
edfxtp_1: 5 / 150
[power groups by stage]
stage         registers, W  clock network, W  logic (W)
finish            0.000445          0.000293   0.000411
global route      0.000458          0.000320   0.000475
CTS               0.000447          0.000302   0.000423
[layer usage]
metal	global-route usage	routed length (um)
met1	0.0325	401
met2	0.0295	243
met3	0.0167	64
met4	0.00173	0
met5	0	0
