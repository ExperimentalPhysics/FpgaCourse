[/design/flow/constraint.sdc]
current_design assignments

set clk_period 1.4
set clk_io_pct 0.2

create_clock -name clk0 -period $clk_period [get_ports {clk}]

set non_clock_inputs [all_inputs -no_clocks]
set_input_delay [expr $clk_period * $clk_io_pct] -clock clk0 $non_clock_inputs
set_output_delay [expr $clk_period * $clk_io_pct] -clock clk0 [all_outputs]
[/design/flow/run.sh]
#!/bin/bash
# OpenROAD 26Q1-2900-gdf79404cd8, Yosys 0.63+post, stock flow scripts
make -C /OpenROAD-flow-scripts/flow DESIGN_CONFIG=/design/flow/config.mk WORK_HOME=/design/flow/orfs finish
[/design/flow/design.v]
module assignments(
    input wire clk,
    input wire rst,
    output reg[7:0] data_nba, 
    output reg[7:0] data_ba);
reg [7:0] nba_buffer;
reg [7:0] ba_buffer;
always @(posedge clk)
begin
    if(~rst)
    begin
        nba_buffer <= 0;
        data_nba <= 0;
    end
    else
    begin
        nba_buffer <= nba_buffer + 1;
        data_nba <= nba_buffer;
    end
end
always @(posedge clk)
begin
    if(~rst)
    begin
        data_ba = 0;
        ba_buffer = 0;
    end
    else
    begin
        ba_buffer = ba_buffer + 1;
        data_ba = ba_buffer;
    end
end
endmodule
[/design/flow/config.mk]
export PLATFORM = sky130hd
export DESIGN_NAME = assignments
export DESIGN_NICKNAME = assignments
export VERILOG_FILES = /design/flow/design.v
export SDC_FILE = /design/flow/constraint.sdc
export NUM_CORES = 4
export LEC_CHECK = 1
export CORE_AREA = 10 10 78 78
export DIE_AREA = 0 0 88 88
==> load_flow_metrics.sql <==
-- generated from flow reports
INSERT INTO impl_metrics (metric_group, metric, value, unit) VALUES
('outcome', 'run_status', 'completed', ''),
('final_layout', 'area_overhead_of_the_layout_relative_to_synthesis', '38.9', '%'),
('final_layout', 'layout.area.comb', '367', 'sq um'),
('setup_path', 'arrival', '1.08', 'ns'),
('synthesis', 'syn_avg_cell_area', '10.3', 'sq um'),
('clock_network', 'htree_levels', '1', ''),
('synthesis', 'post-synth-top-area-fraction', '56.0', '%'),
('final_layout', 'drive_gt1_share', '16.2', '%'),
('job', 'max_capacitance_violation_total', '0', ''),
('global_route', 'gr-total-overflow', '0', ''),
('power_and_ir_drop', 'net_switching_fraction_of_the_power', '19.7', '%'),
('power_and_ir_drop', 'power.ir.vdd_worst', '0.000408', 'V'),
('final_layout', 'finish.instance_area', '1190', 'sq um'),
('die', 'ios', '18', ''),
('setup_path', 'worst_ep_required_time', '1.12', 'ns'),
('synthesis', 'synth-area-yosys', '858', 'sq um'),
('synthesis', 'synth.ff_latch_count', '24', ''),
('sta', 'finalClockPeriodUsage', '96.9', '%'),
('clock_network', 'ctsLongestPathBuffers', '2', ''),
('global_route', 'globalRouteTotalUtil', '4.48', '%'),
('synthesis', 'postSynthCellCount', '83', ''),
('sta', 'clock.fmax', '737', 'MHz'),
('clock_network', 'cts_inserted_buffers', '3', ''),
('global_route', 'grt_max_degree', '22', ''),
('setup_path', 'critical-path-slowest-cell', 'sky130_fd_sc_hd__clkdlybuf4s50_1', ''),
('synthesis', 'top_cells_by_area', 'sky130_fd_sc_hd__dfxtp_1 56%, sky130_fd_sc_hd__and2_1 11%, sky130_fd_sc_hd__xnor2_1 4.1%', ''),
('placed_design', 'placement.io_buffers', '17', ''),
('sta', 'timing.clock.skew', '0.00118', 'ns'),
('power_and_ir_drop', 'power_density', '1040', 'nW/um^2'),
('die', 'floorplanUtilization', '19.4', '%'),
('synthesis', 'synth.yosys.num_cells', '83', ''),
('global_route', 'antenna_found_initial', '0', ''),
('sta', 'worst_slew_pin_slew', '0.221', 'ns'),
('route', 'drt_drc_violations_left', '0', ''),
('synthesis', 'top_area_cell', 'sky130_fd_sc_hd__dfxtp_1', ''),
('sta', 'max_slew_margin', '85.1', '%'),
('route', 'routed-via-count', '622', ''),
('sta', 'timing.final.crit_period', '1.36', 'ns'),
('placed_design', 'post_place_instance_area', '1110', 'sq um'),
('sta', 'final-setup-viol-count', '0', ''),
('global_route', 'first_global_vias', '606', ''),
('synthesis', 'synthesis.area', '858', 'sq um'),
('setup_path', 'start_kind', 'register', ''),
('sta', 'setup_tns', '0', 'ns'),
('power_and_ir_drop', 'pwr-share-seq', '58.0', '%'),
('route', 'route.antenna.diode_count', '0', ''),
('clock_network', 'root_buffer_master', 'sky130_fd_sc_hd__clkbuf_8', ''),
('setup_path', 'worst_path_largest_cell_delay', '0.46', 'ns'),
('die', 'coreArea', '4410', 'sq um'),
('final_layout', 'seq_area', '490', 'sq um'),
('synthesis', 'synth_cell_types', '21', ''),
('die', 'fp.dieH', '88', 'microns'),
('final_layout', 'final.fill_count', '447', ''),
('clock_network', 'latest_clock_arrival_within_the_worst_skew_pair', '0.26', 'ns'),
('sta', 'hold_violations', '0', ''),
('hold_path', 'worst_hold_path_type', 'register to register', ''),
('setup_path', 'criticalPathCategory', 'register to output port', ''),
('route', 'drt_iter0_drc', '56', ''),
('setup_path', 'largest_driver_fanout_on_the_critical_path', '4', ''),
('die', 'die_area', '7740', 'sq um'),
('power_and_ir_drop', 'power_switching', '0.000244', 'W'),
('route', 'drt_first_pass_iters', '4', ''),
('synthesis', 'synth.yosys.seq_area_share', '56.0', '%'),
('route', 'vias_per_cell', '3.96', ''),
('job', 'stage_log_warnings', '25', ''),
('die', 'chipWidth', '88', 'microns'),
('global_route', 'grt_first_pass_wirelength', '2900', 'microns'),
('synthesis', 'ys.warnings.count', '1', ''),
('setup_path', 'top_delay_family_on_crit_path', 'buffers and inverters', ''),
('power_and_ir_drop', 'internal_power', '0.000995', 'W'),
('sta', 'report.final.slew_viol_count', '0', '');
-- logic make-up (layout without fill, tap and decap cells) --
| group | count (synthesis) | after routing | synth area share (%) |
|---|---|---|---|
| AND-OR/OR-AND | 10 | 10 | 7.29 |
| adder cells (fa/ha/maj) | 2 | 2 | 2.91 |
| flip-flops | 24 | 24 | 56.0 |
| XOR/XNOR | 6 | 6 | 6.12 |
| buffers and inverters | 3 | 25 | 1.31 |
| AND/OR/NAND/NOR | 37 | 37 | 25.2 |
| multiplexers | 1 | 1 | 1.17 |
-- cells in the mapped netlist --
cell and n:
sky130_fd_sc_hd__a21boi_0 1, sky130_fd_sc_hd__a21boi_1 3, sky130_fd_sc_hd__and2_1 15, sky130_fd_sc_hd__and2_2 1, sky130_fd_sc_hd__clkbuf_1 2, sky130_fd_sc_hd__dfxtp_1 24, sky130_fd_sc_hd__ha_1 2, sky130_fd_sc_hd__inv_1 1
sky130_fd_sc_hd__mux2i_1 1, sky130_fd_sc_hd__nand2_1 5, sky130_fd_sc_hd__nand2b_1 2, sky130_fd_sc_hd__nand3_1 5, sky130_fd_sc_hd__nand3_2 1, sky130_fd_sc_hd__nand4_1 1, sky130_fd_sc_hd__nor2b_1 2, sky130_fd_sc_hd__nor3_1 1
sky130_fd_sc_hd__o21ai_0 5, sky130_fd_sc_hd__o31ai_1 1, sky130_fd_sc_hd__or3_1 4, sky130_fd_sc_hd__xnor2_1 4, sky130_fd_sc_hd__xor2_1 2
-- state kept, by name, indices dropped and copies added (netlist names) --
register	flops
data_nba	8
data_ba	8
nba_buffer	8
-- what timing repair did --
item                                    in CTS  in global routing
resized                                      8                  4
endpoints found under the setup margin       7                  5
buffers inserted                             1                  1
hold buffers                                 0                  0
endpoints found under the hold margin        0                  0
-- metal layers --
| layer | share of wire (%) | vias up | global-route usage (%) |
|---|---|---|---|
| met2 | 38 | 20 | 6.68 |
| met4 | 0.66 | 0 | 0.725 |
| li1 | - | 321 | - |
| met3 | 13 | 2 | 2.34 |
| met5 | 0 | - | 0 |
| met1 | 48 | 279 | 5.77 |
-- path summary, 6_finish.rpt --
kind	start	end	slack, ns	depth (start not counted)
worst max-delay path	data_ba[5]$_SDFF_PN0_	data_ba[5]	0.04	1
worst min-delay path	data_ba[0]$_SDFF_PN0_	data_ba[0]$_SDFF_PN0_	0.43	1
worst min register to register	data_ba[0]$_SDFF_PN0_	data_ba[0]$_SDFF_PN0_	0.43	1
worst max register to register	nba_buffer[0]$_SDFF_PN0_	nba_buffer[6]$_SDFF_PN0_	0.17	4
-- final cells by class --
cell class	instances	area share (%)
Inverter	1	0.315
Clock buffer	4	4.62
Timing Repair Buffer	20	17.7
Sequential cell	24	41.1
Tap cell	52	5.46
Multi-Input combinational cell	56	30.7
-- placed cells by master, fill, tap and decap left out, drive strengths merged --
| cell | count |
|---|---|
| xor2 | 2 |
| o21ai | 5 |
| nand4 | 1 |
| xnor2 | 4 |
| clkdlybuf4s50 | 13 |
| nor3 | 1 |
| ha | 2 |
| and2 | 16 |
| buf | 3 |
| o31ai | 1 |
| a21boi | 4 |
| dlygate4sd2 | 1 |
| dfxtp | 24 |
| or3 | 4 |
| nand3 | 6 |
| nand2 | 5 |
| clkbuf | 4 |
| nor2b | 2 |
| dlymetal6s2s | 3 |
| inv | 1 |
| nand2b | 2 |
| mux2i | 1 |
-- per-stage QoR --
stage	utilization [%]	hold WS, ns	instances	power, W	worst slack [ns]
floorplan	-	0.421	83	0.000758	0.257
global placement	25.1	0.454	151	0.000799	0.138
detailed placement	25.1	0.455	151	0.000801	0.113
CTS	26.6	0.435	156	0.00126	0.00712
global route	27.0	0.467	157	0.00129	0.00456
finish	27.0	0.433	157	0.00124	0.0437
-- power by group through the flow --
stage         registers [W]  clock network [W]  logic (W)
global route       0.000724           0.000494  0.0000743
CTS                0.000719           0.000472  0.0000678
finish             0.000719           0.000455  0.0000646
No activity file was given, so power comes from the tool's default toggle rates.
